==> flow/design.v <==
module uart_rx#(parameter BAUD_RATE = 9600, CLOCK_MHZ = 10_000_000)(
    input clk,
    input rst,                                   
    input bits,                                  
    output [7:0] data_out,                        
    output data_valid,                        
    input data_ready
);
localparam CLOCKS_PER_BIT= CLOCK_MHZ/BAUD_RATE;
localparam IDLE      = 'd0,
           START     = 'd1,
           DATA_BITS = 'd2,
           STOP_BIT  = 'd3;
reg [7:0] bits_reg;          
reg [10:0] counter_1;
reg [2:0] counter_2; 
reg [2:0] state;
reg done_flag;
always @(posedge clk) begin
    if (rst) begin
        state <= IDLE;
        bits_reg <= 8'b0;
        counter_1 <= 8'b0;
        counter_2 <= 8'b0;  
        done_flag <= 1'b0;  
    end else begin
        done_flag <= 1'b0;  
        case (state)
            IDLE: begin
                counter_1 <= 0;
                bits_reg <= 8'b0;  
                if (bits == 0) begin  
                    state <= START;
                end
                else begin
                    state <= IDLE;  
                end
            end
            START: begin
                if (counter_1 == (CLOCKS_PER_BIT - 1)/2) begin
                    if(bits == 0) begin
                        counter_1 <= 0;  
                        state <= DATA_BITS;  
                    end else begin
                        state <= IDLE;  
                    end
                end
                else begin
                    counter_1 <= counter_1 + 1;  
                    state <= START;  
                end 
            end
            DATA_BITS: begin
                if (counter_1 < CLOCKS_PER_BIT - 1) begin
                    counter_1 <= counter_1 + 1;
                    state <= DATA_BITS;  
                end else begin
                    counter_1 <= 0;  
                    bits_reg[counter_2] <= bits;  
                    if (counter_2 < 7) begin
                        counter_2 <= counter_2 + 1;  
                        state <= DATA_BITS;  
                    end else begin
                        state <= STOP_BIT;  
                        counter_2 <= 0;  
                    end
                end
            end
            STOP_BIT: begin
                if (counter_1 < CLOCKS_PER_BIT - 1) begin
                    counter_1 <= counter_1 + 1;
                    state <= STOP_BIT;  
                end else begin
                    state <= IDLE;  
                    done_flag <= 1'b1;  
                end
            end
            default: state <= IDLE;  
        endcase
    end
end
assign data_out = (data_valid && data_ready)? bits_reg : 8'b0;  
assign data_valid = done_flag;  
endmodule
module uart_top#(BAUD_RATE = 9600, CLOCK_MHZ = 10_00_000)(
    input clk,
    input rst,
    input [7:0] data_cpu_tx,
    input data_cpu_tx_valid,                         
    output data_cpu_tx_ready,                        
    output [7:0] data_cpu_rx,                        
    output data_cpu_rx_valid,                        
    input data_cpu_rx_ready,                         
    output tx_out,                                   
    input rx_out                                     
);
wire rx_bits;
wire tx_bits;
wire [7:0] rx_cpu_data;
wire rx_cpu_valid;
wire rx_cpu_ready;
wire tx_cpu_ready;
wire [7:0] tx_cpu_data;
wire tx_cpu_valid;
assign tx_out =  tx_bits;
assign rx_bits = rx_out; 
assign tx_cpu_data = data_cpu_tx;
assign tx_cpu_valid = data_cpu_tx_valid;
assign data_cpu_tx_ready = tx_cpu_ready;  
assign data_cpu_rx = rx_cpu_data;  
assign data_cpu_rx_valid = rx_cpu_valid;  
assign rx_cpu_ready = data_cpu_rx_ready;  
uart_rx#(.BAUD_RATE(BAUD_RATE), .CLOCK_MHZ(CLOCK_MHZ))rx(
    .clk(clk),
    .rst(rst),                                      
    .bits(rx_bits),                                  
    .data_out(rx_cpu_data),                             
    .data_valid(rx_cpu_valid),                           
    .data_ready(rx_cpu_ready)                            
);
uart_tx#(.BAUD_RATE(BAUD_RATE), .CLOCK_MHZ(CLOCK_MHZ))tx(
    .clk(clk),
    .rst(rst),
    .bits(tx_bits),
    .data_in(tx_cpu_data),          
    .data_valid(tx_cpu_valid),       
    .data_ready_o(tx_cpu_ready)      
);
endmodule
module uart_tx#(parameter BAUD_RATE = 9600, CLOCK_MHZ = 10_000_000)(
    input  clk,
    input  rst,
    output bits,
    input  [7:0] data_in,  
    input  data_valid,  
    output data_ready_o  
);
    localparam CLOCKS_PER_BIT = CLOCK_MHZ/BAUD_RATE;
    localparam IDLE = 0, START=1, DATA =2, STOP =3;
    reg [1:0] state;
    reg [7:0] data_bit;      
    reg bit_out;
    reg [10:0] counter_1 = 0;  
    reg [2:0] counter_2 = 0;  
    reg data_ready;
    always@(posedge clk) begin
        if(rst) begin
            bit_out <= 1'b1;  
            state <= IDLE;  
            counter_1 <= 0;  
            counter_2 <= 0;  
        end else begin
            case(state) 
                IDLE: begin
                    bit_out <= 1'b1;  
                    data_ready <= 1'b1;
                    if(data_valid && data_ready) begin 
                        data_bit <= data_in;  
                        counter_1 <= 0;  
                        state <= START;  
                    end else begin 
                        counter_1 <= 0;  
                        state <= IDLE;  
                    end 
                end
                START: begin
                    bit_out <= 1'b0;
                    data_ready <= 1'b0;  
                    if(counter_1 < CLOCKS_PER_BIT - 1) begin
                        counter_1 <= counter_1 + 1;  
                        state <= START;  
                    end else begin
                        counter_1 <= 0;  
                        state <= DATA;  
                    end
                end
                DATA: begin
                    bit_out <= data_bit[counter_2];  
                    data_ready <= 1'b0;  
                    if(counter_1 < CLOCKS_PER_BIT - 1) begin
                        counter_1 <= counter_1 + 1;  
                        state <= DATA;  
                    end else begin
                        counter_1 <= 0;  
                        if(counter_2 < 7) begin
                            counter_2 <= counter_2 + 1;  
                            state <= DATA;  
                        end else begin
                            counter_2 <= 0;  
                            state <= STOP;  
                        end
                    end
                end 
                STOP: begin
                    bit_out <= 1'b1;  
                    data_ready <= 1'b0;  
                    if(counter_1 < CLOCKS_PER_BIT - 1) begin
                        counter_1 <= counter_1 + 1;  
                        state <= STOP;  
                    end else begin
                        counter_1 <= 0;  
                        state <= IDLE;  
                    end
                end 
            endcase
        end 
    end
    assign bits = bit_out;
    assign data_ready_o = data_ready;  
endmodule
==> flow/run.sh <==
#!/bin/bash
# OpenROAD 26Q1-2900-gdf79404cd8, Yosys 0.63+post, stock flow scripts
make -C /OpenROAD-flow-scripts/flow DESIGN_CONFIG=/design/flow/config.mk WORK_HOME=/design/flow/orfs finish
==> flow/config.mk <==
export PLATFORM = sky130hd
export DESIGN_NAME = uart_top
export DESIGN_NICKNAME = uart_top
export VERILOG_FILES = /design/flow/design.v
export SDC_FILE = /design/flow/constraint.sdc
export NUM_CORES = 4
export LEC_CHECK = 1
export CORE_UTILIZATION = 50
==> flow/constraint.sdc <==
current_design uart_top

set clk_period 3.3
set clk_io_pct 0.2

create_clock -name clk0 -period $clk_period [get_ports {clk}]

set non_clock_inputs [all_inputs -no_clocks]
set_input_delay [expr $clk_period * $clk_io_pct] -clock clk0 $non_clock_inputs
set_output_delay [expr $clk_period * $clk_io_pct] -clock clk0 [all_outputs]
==> Slide: Implementation Results <==
Physical Implementation Snapshot

Status
  – Status: finished clean

Place
  – GP Congestion: 0.850
  – Post-DP HPWL: 3240 um
  – Port Buf Inserts: 23

Global route
  – Pin count of the biggest net entering global routing: 20
  – GRT Util Overall: 0.194
  – Antenna violations before repair: 0
  – First-pass GRT wire length: 8020 um
  – GRT met2 Usage: 0.288
  – GRT overflow: 0
  – Met3 usage: 0.0277
  – GRT met1 Usage: 0.326
  – Vias in the first global route: 1730
  – GR peak layer: met1

Power
  – Pint: 883 uW
  – Power Density: 393 nW/um2
  – Lkg Pwr: 1.00 nW
  – Net load switching power: 269 uW
  – Comb pwr share: 0.062
  – Worst vdd rail ir drop: roughly 270 uV
  – Clock power share: 0.326
  – Sequential power share: 0.613
  – Sw Ratio: 0.233

Clock network
  – # Post-CTS Setup Buffers: 0
  – Hold buffers post-CTS: 0
  – Root buf cell: clkbuf_8
  – Post-CTS Resized: 0
  – CTS max path bufs: 2
  – Clock tree from TritonCTS: yes
  – CTS Sinks: between 50 and 60
  – Clock Pin Slew Worst Setup and Hold Paths: 90 ps
  – Clock Latency Late Sink: 300 ps
  – Total CTS buffers: 5
  – H-tree lvl count: 2

Synthesis
  – Number of enable flip-flop cells: 9
  – Post-Syn Instances: between 200 and 300
  – Flops after synth: around 55
  – Syn Area/Cell: ~9.2 um2
  – YS chip area: about 2600 um2
  – Synth area leader: dfxtp_1
  – Ys cells: 277
  – YS warnings: 2
  – Seq share, synth: 0.466
  – Distinct lib cells: roughly 53
  – Top-area cell share: 0.360
  – Top cells, area: dfxtp_1 (36%), edfxtp_1 (11%), nand3_1 (4.7%), a21oi_1 (4.3%), nand2_1 (3.8%)
  – Most used flip-flop cell: dfxtp_1
  – Post-synthesis async set-or-reset flop share: 0
  – Netlist Area Pre-Place: 2560 um2

Routing
  – DR pass1 iterations: 4
  – Vias: about 2000
  – Final ANT Viol Nets: 0
  – # diodes: 0
  – Number of remaining DRC errors: 0
  – 1st-iter DRT viols: 112
  – Vias per cell: ~5.5
  – Drt wl/cell: 12.6 um
  – Post-Route WL: 4650 um

Floorplanning
  – Ports: 24
  – Core footprint: 4820 um2
  – Die area: between 5000 and 6000 um2
  – FP Core Util: 0.531
  – DIE HEIGHT: 73.5 um
  – Cell Rows: 25
  – Die X-Extent: about 74 um

Critical path
  – Setup CP Type: input port to primary output
  – CP Depth: 3
  – Slowest stage cell on the critical path: clkdlybuf4s50_1
  – Worst R2R Start: rx.counter_1[0]$_SDFFE_PP0P_
  – Cells on worst reg2reg path: 6
  – Worst Path Arrival: 1850 ps
  – Buffers & Inverters on Critical Path: 2
  – CP Capture Type: primary output
  – CP Max Fanout: 8
  – Critical path's largest stage delay: between 500 and 600 ps
  – Startpoint types: input port
  – R2r endpoint: rx.counter_1[5]$_SDFFE_PP0P_
  – Critical-path cell list: clkdlybuf4s50_1 > and3_1 > clkdlybuf4s50_1
  – Family with the most delay on the worst path: buffers and inverters
  – Critical Path Most Common Cell: clkdlybuf4s50_1
  – Worst reg2reg setup slack: around 870 ps
  – Critical Path Source: data_cpu_rx_ready
  – CP Data Required Time: 2640 ps

Job
  – Log Warnings: 30
  – Max-cap violations: 0

STA
  – WHS: 469 ps
  – RSZ-0062 raised after global routing: false
  – TNS Setup: 0 ps
  – Final Hold Viols: 0
  – Final Critical Period: about 2500 ps
  – FMAX: 399 MHz
  – Final Slew Violations: 0
  – Worst rel slew slack: 0.542
  – Clock skew: 6.97 ps
  – Post-layout period usage: 0.760
  – Final setup viols: 0
  – Worst slew pin tran: 685 ps

Final layout
  – Fill count: 447
  – Area grow syn2layout: 14.6%
  – Regs by FF count: rx.counter_1 x11, tx.counter_1 x11
  – Fraction of layout cells with a size suffix above 1: 0.0698

Worst hold path
  – Hold WC Path Type: flop to flop
  – Worst Hold Depth: 2
  – Worst hold start: rx.bits_reg[4]$_SDFFE_PP0P_
  – Hold Path Sink: rx.bits_reg[4]$_SDFFE_PP0P_
==> worst register-to-register path: cells and delay by family, from the launching register on <==
kind / cells / cell delay (ps)
simple gates: 2 / 800
flops: 1 / 380
compound gates: 3 / 890
fa+ha+maj: 1 / 230
==> metrics by stage <==
stage | area (um2) | std cells | utilization | total power, mW | worst slack [ps]
6_report | 2930 | 368 | 0.608 | 1.15 | 791
5_1_grt | 2930 | 368 | 0.608 | 1.20 | 693
4_1_cts | 2930 | 368 | 0.608 | 1.17 | 785
3_5_place_dp | 2840 | 360 | 0.589 | 0.792 | 781
3_3_place_gp | 2840 | 360 | 0.589 | 0.792 | 800
2_1_floorplan | 2570 | 280 | - | 0.766 | 1150
==> synth_stat cells, types with 3 or more instances <==
cell type   n
nand2_1    26
a32o_1      4
xnor2_1     4
nand2b_1    4
nand3_1    24
clkbuf_1    8
nor2_1     20
a311oi_1    3
nor4_1      5
ha_1        7
a21oi_1    22
o21ai_0     8
dfxtp_1    46
inv_1       7
and3_1     13
a211oi_1    3
edfxtp_1    9
a31oi_1     7
xor2_1      3
nand3b_1    3
o211ai_1    3
nor3_1      6
==> cell type report <==
type                       instances  area [um2]  share of cell area
inverter                           7        26.3             0.00897
timing repair buffer              27         260              0.0889
clock buffer                       5        68.8              0.0235
clock inverter                     3        22.5             0.00769
tap                               67        83.8              0.0286
multi-input combinational        204        1280               0.436
sequential                        55        1190               0.407
==> power groups by stage <==
stage | Sequential (mW) | Combinational, mW | Clock (mW)
after CTS | 0.706 | 0.0713 | 0.392
after global routing | 0.708 | 0.0787 | 0.413
final | 0.706 | 0.0711 | 0.375
==> worst max-delay path by stage <==
stage / end
after CTS: data_cpu_rx[5]
after global routing: rx.counter_1[2]$_SDFFE_PP0P_
final: data_cpu_rx[5]
==> placed cells by master, fill, tap and decap left out, types with 4 or more instances in the layout <==
cell type        count
nand3_1             24
ha_1                 7
conb_1               4
xnor2_1              4
nand2_1             26
and3_1              13
clkdlybuf4s50_1     23
buf_4                4
nor3_1               6
a21oi_1             22
o21ai_0              8
a31oi_1              7
clkbuf_8             5
inv_1                7
dfxtp_1             46
edfxtp_1             9
nand2b_1             4
nor2_1              20
nor4_1               5
a32o_1               4
==> kinds of logic after synthesis <==
logic type / synth area share
simple gates: 0.251
compound gates: 0.159
flops: 0.466
buf+inv: 0.0392
fa+ha+maj: 0.0343
xor+xnor: 0.0240
mux: 0.0259
other cells: 0.00147
==> per-layer routing <==
metal,up-vias,wire length (um)
li1,1064,-
met5,-,0
met2,46,2000
met3,4,219
met4,0,51
met1,918,2380
No activity file was given, so power comes from the tool's default toggle rates.
